==> ./design.v <==
module BASELINE(
    input   wire    signed  [63:0]  A,
    input   wire    signed  [63:0]  B,
    output  wire    signed  [127:0] P
);
    assign P = A * B;
endmodule
==> ./run.sh <==
#!/bin/bash
# OpenROAD 26Q1-2900-gdf79404cd8, Yosys 0.63+post, stock flow scripts
make -C /OpenROAD-flow-scripts/flow DESIGN_CONFIG=/design/flow/config.mk WORK_HOME=/design/flow/orfs finish
==> ./config.mk <==
export PLATFORM = sky130hd
export DESIGN_NAME = BASELINE
export DESIGN_NICKNAME = BASELINE
export VERILOG_FILES = /design/flow/design.v
export SDC_FILE = /design/flow/constraint.sdc
export NUM_CORES = 4
export LEC_CHECK = 1
export CORE_UTILIZATION = 40
==> ./constraint.sdc <==
current_design BASELINE

set clk_period 48.8
set clk_io_pct 0.2

create_clock -name clk0 -period $clk_period

set non_clock_inputs [all_inputs -no_clocks]
set_input_delay [expr $clk_period * $clk_io_pct] -clock clk0 $non_clock_inputs
set_output_delay [expr $clk_period * $clk_io_pct] -clock clk0 [all_outputs]
==> metrics.csv <==
stage,metric,value,unit
yosys,yosys.cell_count.top_type,fa_1,
yosys,ys_types,72,
route,ant_nets,0,
timing,tightest_slew,0.9152,ns
yosys,yosys_warnings,0,
global_routing,grt_max_degree,65,
timing,max_freq,0.03132,GHz
setup_path,path_depth,33,
yosys,avgSynthCellArea,9.279,µm²
global_routing,antenna_found_initial,29,
route,detail_route.drc_violations,0,
die,pin_count,256,
setup_path,worstPathMaxFanout,17,
final_layout,flop_area,0,µm²
setup_path,cp.buffers_inverters,10,
die,die_h,590.5,µm
setup_path,cp.arrival,22.16,ns
yosys,netlist.area_leader.share,63.06,%
die,chip_area,348700,µm²
timing,period_needed,31.92,ns
die,rows,215,
final_layout,drive_gt1_share,3.041,%
setup_path,cp_top_family,adder cells,
placement,io_buffer_count,256,
route,dr_total_vias,95610,
global_routing,grt_pass1_vias,108400,
timing,final_hold_viol_count,0,
die,fp_util,40.30,%
setup_path,crit_path_start_kind,input pin,
placement,post-place-ws,16.79,ns
final_layout,finalInstanceArea,144600,µm²
placement,place_congestion,0.9985,
global_routing,grt_pass1_wl,673.3,mm
pwr,intPower,71.72,mW
timing,setup_violations,0,
placement,dp_hpwl,361.7,mm
cts,cts_hold_buf,0,
pwr,p_per_area,1150,nW/µm²
timing,rsz0062_at_grt,false,
yosys,ys_area,138500,µm²
final_layout,numSequentialCells,0,
cts,cts_setup_buffers,0,
cts,cts_resized,0,
yosys,ys_cells,14930,
route,wire_per_inst,22.56,µm
global_routing,grt_use_total,28.06,%
yosys,topCellsByArea,"fa_1 63%, inv_1 11%, and2_1 9.3%",
setup_path,critical_path.slowest_cell,fa_1,
route,drtIter0Drc,3650,
timing,finalCritPeriodShare,65.42,%
timing,slew_violations,0,
die,fp.coreArea,343800,µm²
yosys,yosys.area.top_type,fa_1,
final_layout,clock_buffers,0,
setup_path,crit_path_end_kind,primary output,
pwr,total_power,166.2,mW
final_layout,post-route-util,42.06,%
placement,place_area,144600,µm²
die,die_w,590.5,µm
setup_path,worstPathRequired,39.04,ns
route,firstDrtPassIters,6,
status,status,"complete, no violations",
route,vias_per_cell,5.014,
setup_path,max_stage_delay,0.83,ns
pwr,swShare,56.86,%
timing,slew_headroom,38.86,%
final_layout,final_cells,19070,
worst_hold_path,whs_path_depth,5,
timing,fin_setup_tns,0,ns
yosys,syn_inst,14930,
flow_run,tool_warnings,32,
yosys,top_cells_by_count,"4,364 x fa_1, 4,113 x inv_1, 2,093 x nand2_1",
placement,dp_cells,19060,
final_layout,syn2layout_area_growth,4.379,%
yosys,synth_area,138500,µm²
flow_run,maxCapViolations,0,
pwr,p_switching,94.51,mW
pwr,ir_drop,5679,µV
global_routing,overflow,0,
setup_path,crit_type,input pin to primary output,
yosys,ys_seq_share,0,%
setup_path,crit_path_frequent_cell,fa_1,
timing,hold_ws,20.78,ns
route,drt_wl_total,430.1,mm
worst_hold_path,hp-class,input pin to primary output,
pwr,leakagePower,73.91,nW
timing,fin_ws,16.88,ns
[final timing paths]
| path | startpoint | to | slack, ns |
|---|---|---|---|
| max | A[63] | P[127] | 16.88 |
| min | B[0] | P[0] | 20.78 |
[cells in the final DEF, fill, tap and decap left out, drive strengths merged, types with 31 or more instances in the layout]
master	netlist	final
xor2	45	45
ha	444	444
xnor2	98	98
nand4	39	39
buf	34	393
a21oi	159	159
inv	4114	4114
nand2	2094	2094
fa	4364	4364
nor2	134	134
nand3	31	31
clkdlybuf4s50	0	129
o21ai	86	86
and2	2067	2067
a21o	64	64
[power by group through the flow]
| stage | clock [mW] | combinational, mW | sequential, mW |
|---|---|---|---|
| after CTS | 0 | 166 | 0 |
| after global routing | 0.00000000275 | 178 | 0 |
[metal layers]
layer  GRT usage (%)  wire, µm
met3           12.10     46270
met2           44.57    213700
met4           10.72     23050
met5          0.1505       156
met1           34.90    146800
[cell families after synthesis]
kind of cell	count (synthesis)	synth area share, %
adder cells (fa/ha/maj)	4808	67.07
XOR/XNOR	143	0.9040
AND/OR/NAND/NOR	4458	16.12
AND-OR/OR-AND	455	2.147
buffers and inverters	5066	13.76
[cell type report]
type,count,area [µm²]
Fill cell,33880,199200
Multi-Input combinational cell,9864,119500
Inverter,4115,15450
Tap cell,4557,5702
Timing Repair Buffer,522,3936
Antenna cell,9,22.52
Power and IR drop assume default switching activity.
