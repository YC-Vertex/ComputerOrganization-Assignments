### flow/run.sh
#!/bin/bash
# OpenROAD 26Q1-2900-gdf79404cd8, Yosys 0.63+post, stock flow scripts
make -C /OpenROAD-flow-scripts/flow DESIGN_CONFIG=/design/flow/config.mk WORK_HOME=/design/flow/orfs finish
### flow/config.mk
export PLATFORM = sky130hd
export DESIGN_NAME = TOP
export DESIGN_NICKNAME = TOP
export VERILOG_FILES = /design/flow/design.v
export SDC_FILE = /design/flow/constraint.sdc
export NUM_CORES = 4
export LEC_CHECK = 1
export CORE_UTILIZATION = 30
### flow/constraint.sdc
current_design TOP

set clk_period 17.9
set clk_io_pct 0.2

create_clock -name clk0 -period $clk_period [get_ports {clk}]

set non_clock_inputs [all_inputs -no_clocks]
set_input_delay [expr $clk_period * $clk_io_pct] -clock clk0 $non_clock_inputs
set_output_delay [expr $clk_period * $clk_io_pct] -clock clk0 [all_outputs]
### flow/design.v
module Booth4(
    input   wire    [63:0]  A,
    input   wire    [2:0]   B_pp,
    output  reg     [64:0]  PP,
    output  wire    E,
    output  wire    S
);
    assign E = ((B_pp == 3'b000) || (A[63] == B_pp[2])) && (B_pp != 3'b111);
    assign S = B_pp[2];
    always @ (*) begin
        case (B_pp)
            3'b000: PP = 65'b0;
            3'b001: PP = {A[63], A};
            3'b010: PP = {A[63], A};
            3'b011: PP = {A, 1'b0};
            3'b100: PP = ~{A, 1'b0};
            3'b101: PP = ~{A[63], A};
            3'b110: PP = ~{A[63], A};
            3'b111: PP = ~65'b0;
        endcase
    end
endmodule
module TOP(
    input   wire    clk,
    input   wire    nrst,
    input   wire    [63:0]  A,
    input   wire    [63:0]  B,
    output  reg     [127:0] P,
    input   wire    start,
    output  wire    ready
);
    localparam S_IDLE = 2'b00;
    localparam S_LOAD = 2'b01;
    localparam S_BUSY = 2'b10;
    localparam S_FINISH = 2'b11;
    reg [1:0] STATE;
    reg [1:0] next_state;
    reg [5:0] count;
    assign ready = (STATE == S_IDLE);
    reg [63:0] A_buf;
    reg [64:0] B_buf;
    reg [67:0] P_cur;
    reg [63:0] P_sft;
    reg [63:0] Ss;
    wire [64:0] PP;
    wire E, S;
    Booth4 enc(A_buf, B_buf[2:0], PP, E, S);
    always @ (*) begin
        if (STATE == S_IDLE && start == 1'b1)
            next_state = S_LOAD;
        if (STATE == S_LOAD)
            next_state = S_BUSY;
        if (STATE == S_BUSY && count == 6'd31)
            next_state = S_FINISH;
        if (STATE == S_FINISH)
            next_state = S_IDLE;
    end
    always @ (posedge clk or negedge nrst) begin
        if (~nrst) begin
            STATE <= S_IDLE;
        end
        else begin
            STATE <= next_state;
        end
    end
    always @ (posedge clk or negedge nrst) begin
        if (~nrst) begin
            count <= 6'd0;
        end
        else begin
            if (STATE == S_BUSY)
                count <= count + 1;
            else
                count <= 6'd0;
        end
    end
    always @ (posedge clk or negedge nrst) begin
        if (~nrst) begin
            A_buf <= 64'd0;
            B_buf <= 64'd0;
        end
        else begin
            if (next_state == S_LOAD) begin
                A_buf <= A;
                B_buf <= {B, 1'b0};
            end
            else if (STATE == S_BUSY) begin
                B_buf <= B_buf >> 2;
            end
        end
    end
    always @ (posedge clk or negedge nrst) begin
        if (~nrst) begin
            P_cur <= 68'd0;
            P_sft <= 64'd0;
        end
        else begin
            if (STATE == S_BUSY) begin
                if (count == 6'd0)
                    {P_cur, P_sft} <= {(P_cur + {E, ~E, ~E, PP}), P_sft} >> 2;
                else
                    {P_cur, P_sft} <= {(P_cur + {1'b1, E, PP}), P_sft} >> 2;
            end
            else begin
                P_cur <= 68'd0;
                P_sft <= 64'd0;
            end
        end
    end
    always @ (posedge clk or negedge nrst) begin
        if (~nrst) begin
            Ss <= 64'b0;
        end
        else begin
            if (STATE == S_BUSY) begin
                Ss <= {1'b0, S, Ss[63:2]};
            end
            else begin
                Ss <= 64'd0;
            end
        end
    end
    always @ (posedge clk or negedge nrst) begin
        if (~nrst) begin
            P <= 128'd0;
        end
        else begin
            if (STATE == S_FINISH) begin
                P <= {P_cur[63:0], P_sft} + Ss;
            end
            else if (next_state == S_LOAD) begin
                P <= 128'd0;
            end
        end
    end
endmodule
==> run summary <==
The flow run is done. In the routed layout, each cell is associated on average with a via count of 5.26. The flow reports an fmax of 174 MHz. Number of endpoints failing setup at the final stage landed at 0. The main area contributors are dfrtp_1 41%, ha_1 5.0%, nand2_1 4.9%. Growth of design area from synthesis to finish landed at 20.9%. Overall die area landed at 87200 µm². Clock tree skew after final layout landed at 0.0155 ns. Slew at the pin closest to its max-slew limit landed at just over 0.9 ns. The floorplan has 107 rows. Post-route period utilization is reported as 0.322.

STA classifies the critical path endpoint as a primary output. The script reports the combined buffer and inverter count of the critical path as 1. Final total negative setup slack landed at 0 ns. Effective utilization at floorplan landed at 0.303.

In this run the static leakage power is roughly 0.013 µW. Vertical extent of the die landed at 295 µm. The critical path is of the flop to primary output type. For this design, the CTS-stage hold fixing added 0 buffers. The timer found 2 register pins that no clock reaches; their paths are not timed. The share of total power dissipated in combinational logic is 0.076. The skew report gives the latency at the later pin of the worst-skew pair as 0.59 ns. The via count of the first global-routing pass was 21285.

Detailed-route DRC error count landed at 0. The placement summary gives the final routability congestion estimate as 0.988. Buffer count from post-CTS setup fixing landed at 0. In this run the deepest clock path goes through 3 buffers. The timing report shows that the slowest cell on the worst path is dfrtp_1. The clock period could shrink to 5.76 ns. Looking at the reg2reg group, the worst path starts from B_buf[0]$_DFFE_PN0P_. The internal portion of the total power is 1730 µW.

In the Yosys stats the netlist draws on between 80 and 90 distinct library cells. STA classifies the critical path startpoint as a flop. Global-route total usage across every layer landed at 0.188. The worst-case max-slew headroom was logged as 0.375.

The flow ran to the end, and the final reports show no timing, DRC or antenna violations. The most common cell in the synthesized netlist is dfrtp_1. Once detail routing completed, the nets flagged for antenna violations numbered 0. Per the hold report, the tightest min-delay path originates at P[62]$_DFFE_PN0P_.

Chip area line of the yosys report landed at between 20000 and 30000 µm². The launch point of the critical path was reported as STATE[1]$_DFF_PN0_. Critical path depth in cells landed at 2. For this design, Yosys synthesis ends with a cell count of approximately 2900. The synthesis report names the predominant flop master as dfrtp_1. In this run the clock root is driven by a clkbuf_16. Of the total power, the clock network draws 0.484. Count of cells along the worst hold path landed at 2. In this run the tool buffered the top-level ports with 259 buffer cells.

Worst supply voltage drop on vdd landed at 0.0000627 V. Mean instance size in the synthesized netlist landed at 8.95 µm². The synthesis stat section lists a flop and latch total of 429. Register clock-pin slew on the reported worst setup and hold paths landed at 0.06 ns. Among cell families on the critical path, the largest total delay comes from flip-flops.

Per the layout report, the design carries 8566 filler cells. Number of unconstrained endpoints landed at 4. For this run, the detailed router's first-pass iteration total came to 6. Share of total power in sequential cells landed at 0.440. Total I/O pin count landed at 260. Area occupied by registers landed at between 10000 and 15000 µm². Number of logged tool warnings landed at 28. Post-detailed-placement half-perimeter wirelength landed at between 50000 and 60000 µm. Synthesized area landed at 25800 µm². Detailed routing inserted a total of about 22000 vias. The core region is between 80000 and 90000 µm². Entering global routing, the biggest net connects 90 pins. By count the netlist is led by 427 x dfrtp_1, 337 x nand2_1, 288 x nor2_1. The number of gates resized after CTS was 0. Of the cells placed in the final design, the portion with a size suffix greater than 1 is 0.0762. Number of warning messages in the yosys log landed at 2. At the worst endpoint, the required time is about 14 ns.

In this run the critical path is formed by nor2_1 -> clkdlybuf4s50_1. The final hold violation count recorded for this run is 0. Setup repair after global routing left no endpoint under its margin. The path class of the tightest hold or removal check is flop to flop.

The synthesized design contains 0 enable-type register cells. Final tally of max-slew violations landed at 0. Peak per-stage delay on the critical path landed at ~0.58 ns. Final hold slack landed at between 0.4 and 0.5 ns. Global-route wire length before repair landed at 124000 µm. Average wire per standard cell landed at 18.9 µm. DRC violation total after the first TritonRoute iteration landed at 1695. TritonCTS built the clock tree.

The H-tree was split into 2 levels. X dimension of the die landed at slightly below 300 µm. Max fanout on the critical path was recorded as 14. Number of cells traversed by the worst register-to-register path landed at 15. Switching power as a fraction of the total was reported as 0.239. Post-synthesis async set-or-reset flop share landed at 0.995.

The report lists the power per cell area as 72.8 nW/µm². Initial antenna violation count landed at 3. The synthesized design spends more area on one cell type than any other, namely dfrtp_1. Clock tree synthesis inserted a total of 49 buffers. Of the post-synthesis cell area, the dominant cell type holds 0.414. Reported max-cap violation count landed at 0. Data on the critical path arrives at its endpoint at 2.18 ns. Per the layout area report, the combinational gate area comes to 14200 µm².

Overflow left after global routing landed at 0. Counting every instance in the synthesized netlist gives 2883. Total net switching power landed at 543 µW. Total wirelength of the detailed-routed design landed at between 70000 and 80000 µm.
[logic make-up (layout without fill, tap and decap cells)]
family,count (synthesis),count (layout),share of synthesized area
flip-flops,427,427,0.414
multiplexers,138,138,0.0567
other,0,1,0
AND/OR/NAND/NOR,979,979,0.176
XOR/XNOR,171,171,0.0580
adder cells (fa/ha/maj),104,104,0.0507
AND-OR/OR-AND,828,828,0.208
latches,2,2,0.00116
buffers and inverters,234,435,0.0358
[worst reg2reg max path, delay by kind of cell, from the launching register on]
kind	cells	cell delay, ns
compound gates	7	2.31
xor+xnor	1	0.24
fa+ha+maj	1	0.52
buf+inv	2	0.68
flops	1	0.84
simple gates	4	0.72
[state kept, by name (all words and copies together) (netlist names)]
name,cells
P,128
P_cur,66
B_buf,65
A_buf,64
P_sft,64
Ss,32
count,6
STATE,2
next_state,2
[metrics by stage]
step	worst slack, ns	cells	util	area [µm²]	power (µW)
floorplan	13.70	2883	-	25800	1110
global placement	11.76	4141	0.346	29400	1190
CTS	12.14	4228	0.366	31200	2310
finish	12.14	4229	0.366	31200	2270
global route	12.09	4229	0.366	31200	2360
detailed placement	11.74	4141	0.346	29400	1190
[metal layers]
metal | vias up | wire length (µm) | GRT usage
met4 | 4 | 1860 | 0.0406
met5 | - | 25 | 0
met3 | 111 | 6170 | 0.0511
met2 | 632 | 35800 | 0.281
met1 | 10677 | 36100 | 0.276
li1 | 10801 | - | -
[placed cells by master, fill, tap and decap left out, types with 9 or more instances in the layout]
| master | instances |
|---|---|
| a2111oi_0 | 19 |
| a2111oi_2 | 9 |
| a211oi_1 | 26 |
| a21o_1 | 24 |
| a21oi_1 | 181 |
| a221oi_1 | 65 |
| a22o_1 | 9 |
| a22oi_1 | 9 |
| a31oi_1 | 40 |
| and2_1 | 99 |
| and3_1 | 27 |
| and4_1 | 9 |
| buf_4 | 37 |
| clkbuf_16 | 51 |
| clkbuf_8 | 9 |
| clkdlybuf4s50_1 | 258 |
| dfrtp_1 | 424 |
| ha_1 | 103 |
| inv_1 | 52 |
| mux2_2 | 65 |
| mux2i_1 | 73 |
| nand2_1 | 334 |
| nand2b_1 | 9 |
| nand3_1 | 50 |
| nand4_1 | 69 |
| nor2_1 | 286 |
| nor2b_1 | 9 |
| nor3_1 | 38 |
| o211ai_1 | 14 |
| o21a_1 | 10 |
| o21ai_0 | 242 |
| o21ai_1 | 13 |
| o21bai_1 | 26 |
| o22ai_1 | 66 |
| xnor2_1 | 120 |
| xor2_1 | 51 |
[worst paths after layout]
check                                  endpoint  slack [ns]
max                                       ready       12.14
min reg2reg                   P[62]$_DFFE_PN0P_        0.47
min in group asynchronous     P[52]$_DFFE_PN0P_        2.99
max reg2reg                 P_cur[64]$_DFF_PN0_       12.48
min                           P[62]$_DFFE_PN0P_        0.47
max in group asynchronous  B_buf[1]$_DFFE_PN0P_       12.56
[power by group through the flow]
stage,logic (µW),registers (µW),clock network (µW)
after CTS,175,1000,1130
after global routing,195,1000,1170
final,173,1000,1100
[cell type report]
class / instances / share of cell area
diodes: 1 / 0.0000802
inverters: 52 / 0.00626
clock buffers: 65 / 0.0455
flip-flops and latches: 429 / 0.344
multi-input cells: 2220 / 0.456
clock inverters: 22 / 0.0107
repair buffers: 296 / 0.0922
well taps: 1144 / 0.0459
Power is estimated from default activity; no workload was simulated.
